==> flow/design.v <==
module parser (
	input logic [12:0] seconds,
	output logic [3:0] digit1_o,
	output logic [3:0] digit2_o,
	output logic [3:0] digit3_o,
	output logic [3:0] digit4_o
		);
		assign digit1_o = (seconds / 600) % 10; 
		assign digit2_o = (seconds / 60) % 10;  
		assign digit3_o = ((seconds % 60) / 10) % 10;
		assign digit4_o = (seconds % 60) % 10;  
endmodule
==> flow/run.sh <==
#!/bin/bash
# OpenROAD 26Q1-2900-gdf79404cd8, Yosys 0.63+post, stock flow scripts
make -C /OpenROAD-flow-scripts/flow DESIGN_CONFIG=/design/flow/config.mk WORK_HOME=/design/flow/orfs finish
==> flow/config.mk <==
export PLATFORM = sky130hd
export DESIGN_NAME = parser
export DESIGN_NICKNAME = parser
export VERILOG_FILES = /design/flow/design.v
export SDC_FILE = /design/flow/constraint.sdc
export NUM_CORES = 4
export LEC_CHECK = 1
export CORE_AREA = 10 10 82 82
export DIE_AREA = 0 0 92 92
==> flow/constraint.sdc <==
current_design parser

set clk_period 24.3
set clk_io_pct 0.2

create_clock -name clk0 -period $clk_period

set non_clock_inputs [all_inputs -no_clocks]
set_input_delay [expr $clk_period * $clk_io_pct] -clock clk0 $non_clock_inputs
set_output_delay [expr $clk_period * $clk_io_pct] -clock clk0 [all_outputs]
==> impl_metrics.ini <==
; generated from flow reports
[hold_path]
min-delay-path-class = input port to primary output

[routing]
dr.pass1.iters = 6
finalWirelength_mm = 10.1
vias = 4513
ant_nets = 0
drc_errors = 0
diodes = 0
routed_via_density = 6.91
avgRoutedWirePerCell_um = 15.4
drtIter0Drc = 506

[synthesis]
ys_seq_share_pct = 0
avgSynthCellArea_um2 = 6.35
yosysWarnings = 0
ys_cells = 588
yosysUniqueCellTypes = 99
syn_area_um2 = 3740
syn-instance-count = 588
synth_chip_area_um2 = 3740

[finish]
nClkBuffers = 0
drive_above_1_share_pct = 9.61
regArea_um2 = 0
flop-count = 0
instances_no_fill = 653
utilization_pct = 77.7
synthToLayoutAreaGrowth_pct = 5.56

[timing]
drv_slew = 0
post-route-min-period_ps = 18160
finalSetupViolCount = 0
rsz0062_at_grt = false
finalHoldViolCount = 0
relSlewSlack_pct = 34.7
tightestPinTransition_ps = 955
finalSetupTns_ps = 0
maxClockFrequency_ghz = 0.0551
fin_crit_sh_pct = 74.7

[setup_path]
crit_arrival_ps = 13300
max_stage_delay_ps = 830
worstSetupStartpointType = input port
cp_slowest_cell = clkdlybuf4s50_1
end_kind = primary output
cp.required_ps = 19440
crit_path_frequent_cell = nor2_1
path_class = input port to primary output
cp_max_fo = 17

[pwr]
peakVddDrop_uv = 58.1
p_per_area_nw_per_um2 = 68.0
leakagePower_uw = 0.00147
power_uw = 268

[die]
io_pins = 29
die_w_um = 92
die_h_um = 92
core_area_um2 = 5070
rows = 26
die-area_um2 = 8460
fp-utilization_pct = 73.6

[global_routing]
grt_max_degree = 34
grt-ovfl-total = 0
grt_pass1_wl_mm = 17.8
track_usage_pct = 23.4
antenna_found_initial = 0
grt_pass1_vias = 3951

[place]
hpwlAfterDp_mm = 7.92
place.gp.congestion = 0.999
placedCellCount = 653
port_buffers = 27

[clocking]
cts_hold_buf = 0
post_cts_buffers = 0
post_cts_resized = 0

[job]
warnings = 34
drv_cap = 0

[status]
status = finished, final reports clean
[routing by layer]
layer / vias to the layer above / part of all wire, % / GRT usage (%)
li1: 2251 / - / -
met1: 2045 / 44 / 32.3
met2: 191 / 47 / 38.4
met3: 26 / 6.5 / 1.40
met4: 0 / 2.5 / 6.56
met5: - / 0 / 0
[logic make-up after synthesis]
kind of cell / after synthesis / share of synthesized area [%]
buffers and inverters: 56 / 6.83
AND-OR/OR-AND: 229 / 44.8
adder cells (fa/ha/maj): 10 / 3.15
multiplexers: 17 / 4.79
AND/OR/NAND/NOR: 252 / 34.8
XOR/XNOR: 24 / 5.63
[critical path: cells and delay by family]
family	cells	cell delay, ps
compound gates	8	2160
fa+ha+maj	2	640
buf+inv	4	1600
mux	4	1230
simple gates	11	2820
[layout make-up]
type               count  area [µm²]
fillers              404        1130
inverters             20        75.1
multi-input cells    532        3480
well taps             70        87.6
repair buffers        31         300
[metrics by stage]
step	setup WS [ps]	instance area [µm²]	hold slack [ps]
after floorplan	8330	3740	9790
after global placement	6380	3940	9720
after detailed placement	6260	3940	9720
after CTS	6270	3940	9720
after global routing	5420	3940	9720
final	6140	3940	9720
[layout by cell type, fill, tap and decap left out, types with 9 or more instances in the layout]
master	instances
nor2_1	62
nand2_1	61
a21oi_1	50
nand3_1	31
o21ai_0	30
clkdlybuf4s50_1	27
nor3_1	21
xnor2_1	19
inv_1	18
o211ai_1	15
a21o_1	13
a211oi_1	12
mux2i_1	12
a31oi_1	11
and2_1	9
[synth_stat cells, types with 9 or more instances]
master    count  area share, %
o211ai_1     15            3.0
mux2i_1      12            3.2
o21ai_0      30            4.0
and2_1        9            1.5
a211oi_1     12            2.4
inv_1        18            1.8
a21oi_1      50            6.7
nand3_1      31            4.2
xnor2_1      19            4.5
a31oi_1      11            1.8
nand2_1      61            6.1
nor3_1       21            2.8
buf_2         9            1.2
a21o_1       13            2.6
nor2_1       62            6.2
clkbuf_1     17            1.7
[power breakdown]
group | internal, µW | leakage, µW | switching [µW]
combinational | 126 | 0.00147 | 143
sequential | 0 | 0 | 0
clock | 0 | 0 | 0
total | 126 | 0.00147 | 143
[path summary, 6_finish.rpt]
kind / startpoint / end / cells after the start
setup / recovery: seconds[10] / digit3_o[2] / 29
hold / removal: seconds[0] / digit4_o[0] / 0
No activity file was given, so power comes from the tool's default toggle rates.
