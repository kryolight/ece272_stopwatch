==> flow/run.sh <==
#!/bin/bash
# OpenROAD 26Q1-2900-gdf79404cd8, Yosys 0.63+post, stock flow scripts
make -C /OpenROAD-flow-scripts/flow DESIGN_CONFIG=/design/flow/config.mk WORK_HOME=/design/flow/orfs finish
==> flow/config.mk <==
export PLATFORM = sky130hd
export DESIGN_NAME = second_counter
export DESIGN_NICKNAME = second_counter
export VERILOG_FILES = /design/flow/design.v
export SDC_FILE = /design/flow/constraint.sdc
export NUM_CORES = 4
export LEC_CHECK = 1
export CORE_AREA = 10 10 84 84
export DIE_AREA = 0 0 94 94
==> flow/constraint.sdc <==
current_design second_counter

set clk_period 4.0
set clk_io_pct 0.2

create_clock -name clk0 -period $clk_period [get_ports {clk}]

set non_clock_inputs [all_inputs -no_clocks]
set_input_delay [expr $clk_period * $clk_io_pct] -clock clk0 $non_clock_inputs
set_output_delay [expr $clk_period * $clk_io_pct] -clock clk0 [all_outputs]
==> flow/design.v <==
module second_counter(
	input logic clk, reset_n,
	output logic tick
	);
	logic [20:0] counter;
	always_ff @ (posedge clk, negedge reset_n)
		begin
			counter <= counter + 1;
			if(!reset_n)
			begin 
				tick <= 0;
				counter <= 0;
			end
			else
				if(counter >= 1040000)
				begin
					tick <= ~tick;
					counter <= 0;
				end
		end
endmodule
==> changes_impl.md <==
## Implementation

- Outcome: completed
- Power Density: 375 nW/um^2
- CTS tree: yes
- Final core occ: 0.241
- Tightest Pin Transition: 0.808 ns
- Pins over their slew limit: 0
- Mapped Area: 1070 sq um
- Antenna fix cells: 0
- Fp_density: 0.206
- WL per Instance: 10.1 um
- Worst EP required: 4.19 ns
- Buf/Inv on CP: 0
- Ys cells: 110
- Total number of vias: 768
- RSZ-0062 raised after global routing: no
- Netlist cell types: 24
- H-Tree Depth: 1
- Layout cells sized above 1: 0.0690
- DP Area: 1180 sq um
- Initial drt markers: 76
- Crit path kind: reg -> reg
- Largest net degree at the start of global routing: 23
- CTS buffer count: 3
- Register area share after synthesis: 0.512
- Post-Route Setup TNS: 0 ns
- GRT Util Overall: 0.0483
- Post_cts resized: 0
- HP Class: reg -> reg
- TritonRoute pass-1 iters: 4
- Die Y: 94 um
- CP peak stage delay: 0.52 ns
- Ys Warns: 1
- Final Skew: 0.00294 ns
- RePlAce Congestion: 0.807
- Post-CTS Setup Inserts: 0
- Max Clk Rate: 490 MHz
- Area Overhead vs Synth: 16.9%
- First-pass GRT wire length: 3.56 mm
- Final Hold Violation Tally: 0
- DPL Wire Length: 1.28 mm
- Worst endpoint data arrival time: 2.22 ns
- Core area: 5200 sq um
- Post-route DRC violation count: 0
- IO Port Bufs: 2
- Cell Chain, Critical Path: ha_1 > nand4_1 > or4_4 > or3_1 > a31oi_1
- DRT antenna net count: 0
- Number of global-route vias before repair: 745
- Row cnt: 26
- Aoi share: 0.0664
- Critical Path End Type: flop
- Boundary Pins: 3
- YS chip area: 1070 sq um
- Main logic family after synthesis: simple AND/OR/NAND/NOR gates
- Final instance area: 1260 sq um
- Latency at later pin: 0.26 ns
- Tmin final: 2.04 ns
- Top Layout Cells: nor2_1, dfrtp_1, xnor2_1, nand2_1
- Die area: 8840 sq um
- Fin crit share: 0.510
- Congestion Overflow GR: 0
- Log Warnings: 27
- Simple share: 0.247
- Synth Area per Inst: 9.77 sq um
- Clock buffer depth: 2
- Yosys adder share: 0.0233
- Synth Area in XOR/XNOR: 0.122
- Pleak: 0.469 nW
- Worst setup SP type: flop
- # fillers: 566
- Antenna violations before repair: 0
- Hold_buf cts: 0
- Top delay family on crit path: simple AND/OR/NAND/NOR gates
- Worst hold margin: 0.476 ns
- Clk sinks: 22
- Die width: 94 um
- Post-Syn Instances: 110
- Peak supply drop: 0.309 mV
- Max Cap Viol: 0
- Setup violators final: 0
- Worst rel slew slack: 0.461
- Register bit total from synthesis: 22
- Worst-path clk slew: 0.08 ns
- CTS Root Cell: clkbuf_8
- Vias per std cell: 4.13
- Total wire length: 1.88 mm
- Worst-path fanout max: 6
- Synth mux share: 0
- Slowest-stage cell, CP: or4_4
==> synthesized netlist by cell type <==
master,count,area (sq um)
buf_2,1,5.00
o311ai_0,1,8.76
nand3_1,6,30.0
a211oi_1,1,7.51
and4_1,1,8.76
nor2_1,22,82.6
inv_1,6,22.5
xnor2_1,11,96.3
nand2_1,7,26.3
ha_1,2,25.0
conb_1,1,3.75
xor2_1,4,35.0
or4_4,1,11.3
nand3_4,1,17.5
o21ai_0,2,10.0
dfrtp_1,22,551
nor3_1,4,20.0
nor4_1,4,25.0
or3_1,2,12.5
nand4_1,5,31.3
o21bai_2,1,11.3
a41o_1,1,10.0
a21oi_1,1,5.00
a31oi_1,3,18.8
==> logic make-up after synthesis <==
logic type,count (synthesis)
AND/OR/NAND/NOR,53
flip-flops,22
XOR/XNOR,15
AND-OR/OR-AND,10
buffers and inverters,7
adder cells (fa/ha/maj),2
other,1
==> flip-flops by register name, summed over array words and instances (netlist names) <==
register / flops
counter: 21
tick: 1
==> per-stage QoR <==
step / cells / setup slack (ns) / power, W
global route: 186 / 1.81 / 0.000497
detailed placement: 182 / 1.95 / 0.000272
floorplan: 110 / 2.22 / 0.000251
CTS: 186 / 1.94 / 0.000478
global placement: 182 / 1.99 / 0.000272
finish: 186 / 1.96 / 0.000471
==> routing by layer <==
layer	up-vias	share of wire	track usage
met2	16	0.39	0.0662
met1	361	0.55	0.0743
li1	391	-	-
met5	-	0	0
met4	0	0	0.00127
met3	0	0.053	0.0178
==> worst reg2reg max path, cell delays in order (launching register included) <==
cell,delay (ns)
dfrtp_1,0.45
ha_1,0.26
nand4_1,0.26
or4_4,0.52
or3_1,0.32
a31oi_1,0.16
==> power by group <==
group	leakage [nW]	internal [W]	switching, W
sequential	0.300	0.000230	0.00000784
combinational	0.133	0.0000152	0.0000130
clock	0.0357	0.000134	0.0000706
total	0.469	0.000379	0.0000914
==> final timing paths <==
kind | from | to | slack [ns] | depth (start not counted)
max | counter[0] | counter[18] | 1.96 | 5
min | tick | tick | 0.48 | 1
max reg2reg | counter[0] | counter[18] | 1.96 | 5
min reg2reg | tick | tick | 0.48 | 1
max in group asynchronous | reset_n | counter[14] | 2.91 | 2
min in group asynchronous | reset_n | counter[12] | 0.87 | 2
==> area by class of cell <==
type                            instances  area (sq um)  area share
Tap cell                               70          87.6      0.0697
Clock inverter                          1          30.0      0.0239
Inverter                                6          22.5      0.0179
Multi-Input combinational cell         81           497       0.395
Sequential cell                        22           551       0.438
Timing Repair Buffer                    3          27.5      0.0219
Clock buffer                            3          41.3      0.0329
Power is estimated from default activity; no workload was simulated.
