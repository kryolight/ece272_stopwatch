**/design/flow/design.v**
```verilog
module clock_counter(
	input logic clk_i,		 
	input logic reset_n,	 
	output logic clk_o
		);
		logic [13:0] count;	 
		always_ff @ (posedge clk_i, negedge reset_n)			
			begin
				count <= count + 1;	 
				if(!reset_n)  
					begin
						clk_o <= 0;
						count <= 0;
					end
				else
					if(count >= 1000)  
						begin		
							clk_o <= ~clk_o;	 
							count <= 0;			 
						end
			end
endmodule
```
**/design/flow/run.sh**
```bash
#!/bin/bash
# OpenROAD 26Q1-2900-gdf79404cd8, Yosys 0.63+post, stock flow scripts
make -C /OpenROAD-flow-scripts/flow DESIGN_CONFIG=/design/flow/config.mk WORK_HOME=/design/flow/orfs finish
```
**/design/flow/config.mk**
```make
export PLATFORM = sky130hd
export DESIGN_NAME = clock_counter
export DESIGN_NICKNAME = clock_counter
export VERILOG_FILES = /design/flow/design.v
export SDC_FILE = /design/flow/constraint.sdc
export NUM_CORES = 4
export LEC_CHECK = 1
export CORE_AREA = 10 10 76 76
export DIE_AREA = 0 0 86 86
```
**/design/flow/constraint.sdc**
```tcl
current_design clock_counter

set clk_period 1.9
set clk_io_pct 0.2

create_clock -name clk0 -period $clk_period [get_ports {clk_i}]

set non_clock_inputs [all_inputs -no_clocks]
set_input_delay [expr $clk_period * $clk_io_pct] -clock clk0 $non_clock_inputs
set_output_delay [expr $clk_period * $clk_io_pct] -clock clk0 [all_outputs]
```
==> results.cfg <==
; yosys + openroad results
[status]
status = complete, no violations

[floorplan]
rows = 23
io_pins = 3
chipArea_mm2 = 0.007396
die_h_um = 86
fp_util = 0.1554
fp.dieW_um = 86
coreArea_mm2 = 0.004115

[global_routing]
grt_max_degree = 16
antenna_found_initial = 0
grt_usage = 0.02789
grt_pass1_wl_um = 1731
grt_pass1_vias = 396
grt-ovfl-total = 0

[synthesis]
yosys-stat-area_um2 = 639.4
netlist_area_um2 = 639.4
ff_type = dfrtp_1
synth-seq-cells = 15
yosysSeqAreaShare = 0.5871
ys_cells = 58
synth_cells = 58
synth.avg_cell_area_um2 = 11.02
async_flop_share = 1.000
edf_count = 0
yosysWarnings = 1
yosysUniqueCellTypes = 21

[route]
wl_per_cell_um = 8.897
vias = 419
drt_iter0_drc = 7
first_pass_iters = 4
routed-wl-met2_um = 447
drt_wl_total_um = 1041
drc = 0
wl_met3_um = 58
antenna_left = 0
diodes = 0
wl_met1_um = 535
maxUsedRoutingLayer = met3
post_drt_via_cell_ratio = 3.581

[timing]
rsz0062_at_grt = no
fmax_ghz = 0.6356
fin_skew_ns = 0.002081
worst_slack_ns = 0.3267
final_hold_viol_count = 0
tns_ns = 0
timing_worst_slew_pin_value_ns = 0.6638
slew_headroom = 0.5561
final-setup-viol-count = 0
min_period_over_period = 0.8281
slew_violations = 0
whs_ns = 0.4783
period_minus_slack_ns = 1.573

[final_layout]
drive_gt1_frac = 0.1045
fin_cells = 117
lay_top_count = dfrtp_1
fillers = 443
area_growth_pct = 22.31
layout.area.comb_um2 = 252.7
mostFrequentLayoutCells = 15 x dfrtp_1, 6 x inv_1, 5 x nor2_1, 4 x conb_1
final-seq-area_um2 = 375.4

[clock_network]
postCtsHoldBufs = 0
cts_buffer_depth = 2
cts_tree = yes
cts_root_buffer = clkbuf_8
cts_resized = 0
cts_buffers = 3
htreeDepth = 1
path_clk_slew_ns = 0.06
insertion_delay_ns = 0.25
postCtsSetupBuffers = 0
clock-sinks = 15

[setup_path]
worst-endpoint-arrival_ns = 1.73
worstSetupPathType = register to register
path_max_fanout = 4
worstSetupEndpointType = register
start_kind = register
crit_required_ns = 2.06

[job]
tool_warnings = 27
max-cap-violations = 0

[power]
p_leak_nw = 0.2908
total_power_uw = 644.6
ir_drop_mv = 0.7637
power.density_mw_per_mm2 = 824.4

[placement]
pre_cts_slack_ns = 0.3354
gp_congestion = 0.8284
place_inst = 113
hpwl_um = 757.3
port-buffer-count = 2

[min_path]
hold_path.class = register to register
metrics by stage:
step	utilization	instance area, um2
global route	0.1900	782.0
CTS	0.1900	782.0
floorplan	-	650.6
global placement	0.1782	733.2
detailed placement	0.1782	733.2
finish	0.1900	782.0
routing by layer:
layer / up-vias / GRT usage
met5: - / 0
met4: 0 / 0.002994
met3: 0 / 0.01144
met2: 8 / 0.04327
met1: 193 / 0.03671
li1: 218 / -
power breakdown:
group	leakage (nW)	internal, mW	switching [mW]	total (mW)
combinational	0.0713	0.0254	0.0131	0.0385
sequential	0.198	0.335	0.0102	0.346
clock	0.0217	0.147	0.113	0.261
path summary, 6_finish.rpt:
check | startpoint | end | slack, ns | depth (start not counted)
min | clk_o | clk_o | 0.48 | 1
min in group asynchronous | reset_n | count[4] | 0.54 | 1
max | count[13] | count[8] | 0.33 | 3
max in group asynchronous | reset_n | count[6] | 0.94 | 1
min reg2reg | clk_o | clk_o | 0.48 | 1
max reg2reg | count[13] | count[8] | 0.33 | 3
cells by family (layout without fill, tap and decap cells):
family / Yosys count / count (layout) / share of synthesized area
fa+ha+maj: 2 / 2 / 0.03913
buf+inv: 6 / 12 / 0.03522
simple gates: 19 / 19 / 0.1624
flops: 15 / 15 / 0.5871
other cells: 1 / 4 / 0.005865
xor+xnor: 4 / 4 / 0.05480
compound gates: 11 / 11 / 0.1155
critical path, cell delays in order, from the launching register on:
cell and delay (ns):
dfrtp_1 0.36, or4_4 0.54, or4_1 0.51, o31ai_1 0.07
flip-flops by register name (all words and copies together), names as in the netlist:
name   cells
count     14
clk_o      1
cells in the mapped netlist (all sizes together), types with 3 or more instances:
| master | number | area share |
|---|---|---|
| dfrtp | 15 | 0.59 |
| inv | 6 | 0.035 |
| nor2 | 5 | 0.029 |
| a21oi | 3 | 0.023 |
| nand3 | 3 | 0.023 |
| nand4 | 3 | 0.029 |
| o21ai | 3 | 0.023 |
| or4 | 3 | 0.041 |
final cells by class:
class                   count  area share
inverters                   6     0.02880
repair buffers              2     0.02560
flip-flops and latches     15      0.4800
clock inverters             1    0.009600
multi-input cells          40      0.3232
clock buffers               3     0.05280
well taps                  50     0.08000
Power is estimated from default activity; no workload was simulated.
